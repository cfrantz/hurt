==> design/flow/design.v <==
module uart(
    input clk,
    input rst,
    input rx_line,
    output reg tx_line,
    input cs,
    input [1:0] addr,
    input rw,
    input [7:0] idata,
    output wire [7:0] odata);
parameter CLOCK_DIVIDE = 312;
parameter RX_IDLE          = 0;
parameter RX_CHECK_START   = 1;
parameter RX_READ_BITS     = 2;
parameter RX_CHECK_STOP    = 3;
parameter RX_DELAY_RESTART = 4;
parameter RX_ERROR         = 5;
parameter RX_RECEIVED      = 6;
parameter TX_IDLE          = 0;
parameter TX_SENDING       = 1;
parameter TX_DELAY_RESTART = 2;
reg [10:0] rx_clk_divider = CLOCK_DIVIDE;
reg [10:0] tx_clk_divider = CLOCK_DIVIDE;
reg [2:0] rx_state = RX_IDLE;
reg [5:0] rx_countdown;
reg [3:0] rx_bits_remaining;
reg [7:0] rx_data = 0;
reg rx_ready = 0;
reg [2:0] tx_state = TX_IDLE;
reg [5:0] tx_countdown;
reg [3:0] tx_bits_remaining;
reg [7:0] tx_data = 0;
reg [7:0] tx_data_reg = 0;
reg tx_data_ready = 0;
reg tx_busy = 0;
assign odata = ~cs ? 8'bz :
    addr == 2'b00 ? tx_data :
    addr == 2'b01 ? {tx_busy, 7'b0} :
    addr == 2'b10 ? rx_data :
                    {rx_ready, 7'b0} ;
always @(posedge clk)
begin
    if (rst)
    begin
        rx_state = RX_IDLE;
        tx_state = TX_IDLE;
        tx_busy <= 0;
        rx_ready <= 0;
    end
    if (cs && !rw)
    begin
        case (addr)
            2'b00:
                if (!tx_busy)
                begin
                    tx_data_reg = idata;
                    tx_data_ready = 1;
                end
            2'b11:
                rx_ready <= 0;
        endcase
    end
    rx_clk_divider = rx_clk_divider - 1;
    if (rx_clk_divider == 0)
    begin
        rx_clk_divider = CLOCK_DIVIDE;
        rx_countdown = rx_countdown - 1;
    end
    tx_clk_divider = tx_clk_divider - 1;
    if (tx_clk_divider == 0)
    begin
        tx_clk_divider = CLOCK_DIVIDE;
        tx_countdown = tx_countdown - 1;
    end
    case(rx_state)
        RX_IDLE:
        begin
            if (!rx_line)
            begin
                rx_clk_divider = CLOCK_DIVIDE;
                rx_countdown = 2;
                rx_state = RX_CHECK_START;
            end
        end
        RX_CHECK_START:
        begin
            if (!rx_countdown)
            begin
                if (!rx_line)
                begin
                    rx_countdown = 4;
                    rx_bits_remaining = 8;
                    rx_state = RX_READ_BITS;
                end
                else
                begin
                    rx_state = RX_ERROR;
                end
            end
        end
        RX_READ_BITS:
        begin
            if (!rx_countdown)
            begin
                rx_data = {rx_line, rx_data[7:1]};
                rx_countdown = 4;
                rx_bits_remaining = rx_bits_remaining - 1;
                rx_state = rx_bits_remaining ? RX_READ_BITS : RX_CHECK_STOP;
            end
        end
        RX_CHECK_STOP:
        begin
            if (!rx_countdown)
            begin
                rx_state = rx_line ? RX_RECEIVED : RX_ERROR;
            end
        end
        RX_ERROR:
        begin
            rx_countdown = 8;
            rx_state = RX_DELAY_RESTART;
        end
        RX_DELAY_RESTART:
        begin
            if (!rx_countdown)
                rx_state = RX_IDLE;
        end
        RX_RECEIVED:
        begin
            rx_state = RX_IDLE;
            rx_ready <= 1'b1;
        end
    endcase
    case (tx_state)
        TX_IDLE:
        begin
            if (tx_data_ready)
            begin
                tx_clk_divider = CLOCK_DIVIDE;
                tx_countdown = 4;
                tx_line = 0;
                tx_bits_remaining = 8;
                tx_state = TX_SENDING;
                tx_busy = 1;
                tx_data = tx_data_reg;
            end
        end
        TX_SENDING:
        begin
            if (!tx_countdown)
            begin
                if (tx_bits_remaining)
                begin
                    tx_bits_remaining = tx_bits_remaining - 1;
                    tx_line = tx_data[0];
                    tx_data = {1'b0, tx_data[7:1]};
                    tx_countdown = 4;
                end
                else
                begin
                    tx_line = 1'b1;
                    tx_countdown = 8;
                    tx_state = TX_DELAY_RESTART;
                end
            end
        end
        TX_DELAY_RESTART:
        begin
            tx_data_ready = 0;
            if (!tx_countdown)
            begin
                tx_busy = 0;
                tx_state = TX_IDLE;
            end
        end
    endcase
end
endmodule
==> design/flow/run.sh <==
#!/bin/bash
# OpenROAD 26Q1-2900-gdf79404cd8, Yosys 0.63+post, stock flow scripts
make -C /OpenROAD-flow-scripts/flow DESIGN_CONFIG=/design/flow/config.mk WORK_HOME=/design/flow/orfs finish
==> design/flow/config.mk <==
export PLATFORM = sky130hd
export DESIGN_NAME = uart
export DESIGN_NICKNAME = uart
export VERILOG_FILES = /design/flow/design.v
export SDC_FILE = /design/flow/constraint.sdc
export NUM_CORES = 4
export LEC_CHECK = 1
export CORE_UTILIZATION = 40
==> design/flow/constraint.sdc <==
current_design uart

set clk_period 4.6
set clk_io_pct 0.2

create_clock -name clk0 -period $clk_period [get_ports {clk}]

set non_clock_inputs [all_inputs -no_clocks]
set_input_delay [expr $clk_period * $clk_io_pct] -clock clk0 $non_clock_inputs
set_output_delay [expr $clk_period * $clk_io_pct] -clock clk0 [all_outputs]
==> results.toml <==
# implementation run metrics
[status]
outcome = "completed"

[cts]
root_buffer = "clkbuf_8"
cts_buffers = 9
cts_max_path_buffers = 2
cts_sinks = 76
post_cts_buffers = 0
cts.clk_slew.worst_paths_ns = 0.08
cts_tree = "yes"
ctsHoldBuffers = 0
ctsResizeCount = 0
h-tree-depth = 3
clkLatencyLatePin_ns = 0.35

[routing]
met2_length_mm = 3.10
diodes = 0
wl_mm = 7.25
wl_met1_mm = 3.70
routed.top_layer = "met4"
vias_per_cell = 5.00
drtAntennaViolNets = 0
vias = 2874
initialDrtViolationCount = 82
met3_length_um = 332
first_pass_iters = 4
drcViolationCount = 0
wl_per_cell_um = 12.6

[synth]
ff_type = "dfxtp_1"
netlist_area_um2 = 3930
edf_count = 26
ys_types = 64
topCellsByArea = "dfxtp_1 25%, edfxtp_1 20%, nor2_1 7.9%, mux2i_1 3.8%, xnor2_1 3.8%"
ys_chip_area_um2 = 3930
ys.flops = 76
async_reset_ff_share_pct = 0
yosysWarnings = 2
yosysCellCount = 417
largest_area_cell = "dfxtp_1"
avgSynthCellArea_um2 = 9.42
syn_inst = 417
postSynthSeqShare_pct = 45.4
top_area_share_pct = 25.5

[timing]
tightest_slew_ns = 0.729
rsz0062_at_grt = "no"
period_needed_ns = 3.63
hold_violations = 0
hold_ws_ns = 0.457
slew_headroom_pct = 51.0
max_freq_mhz = 275
setup_viol = 0
finalCritPeriodShare_pct = 78.9
tns_ns = 0
final_max_slew_viol_count = 0
finalClockSkew_ns = 0.0104

[setup_path]
required_ns = 3.68
cp-startpoint = "addr[1]"
r2r-start = "tx_clk_divider[0]"
crit_fanout = 10
worstPathArrival_ns = 2.71
crit_type = "input pin to primary output"
cp-end-kind = "primary output"
start_kind = "input pin"

[placed_design]
dpl_cell_area_um2 = 4280
port-buffer-count = 23
post-dp-hpwl_mm = 5.24
place_congestion = 0.838

[power]
p_leak_nw = 1.66
p_per_area_nw_per_um2 = 368
max-vdd-ir-drop_mv = 0.134

[grt]
grt_pass1_wl_mm = 12.6
antenna_found_initial = 0
grt_use_total_pct = 15.7
overflow = 0
grt_max_degree = 17
grt_pass1_vias = 2752

[run]
maxCapViolCount = 0
warning_count = 28

[floorplan]
die_width_um = 101
io-pin-count = 24
dieArea_um2 = 10200
core_um2 = 9370
rows = 35
die_h_um = 101
fp_util_pct = 41.9

[finish]
drive_above_1_share_pct = 10.1
stdcell_area_um2 = 4490
area_delta_synth_final_pct = 14.2
largest_register_ffs = 16

[hold_path]
holdCritStartpoint = "rx_data[5]"
min_path_type = "flip-flop to flip-flop"
## logic make-up (layout without fill, tap and decap cells)
kind of cell	Yosys count	count (layout)	synth area share, %
simple gates	194	194	24.9
flops	76	76	45.4
compound gates	51	51	9.81
buf+inv	35	64	4.14
xor+xnor	28	28	6.24
mux	24	24	6.69
fa+ha+maj	9	9	2.87
## cell usage in the layout (no fill, tap or decap), drive strengths merged, types with 6 or more instances in the layout
master	instances
a21oi	9
and2	6
buf	6
clkbuf	9
clkdlybuf4s50	23
dfxtp	50
edfxtp	26
ha	9
inv	23
mux2	8
mux2i	15
nand2	27
nand2b	12
nand3	8
nor2	83
nor2b	8
nor3	14
nor4	8
o21ai	6
xnor2	17
xor2	11
## final timing paths
check                                  end  slack [ns]  cells past startpoint
worst max-delay path              odata[7]        0.97                      3
worst min-delay path            rx_data[4]        0.46                      0
worst max register to register  tx_data[3]        1.26                      9
worst min register to register  rx_data[4]        0.46                      0
## final cells by class
class                   count  area [um2]
multi-input cells         306        1990
fillers                   858        4880
flip-flops and latches     76        1780
well taps                 129         161
inverters                  19        71.3
clock inverters             7        82.6
clock buffers               9         124
repair buffers             29         275
## cell usage after synthesis (all sizes together) (3+ instances only)
cell,n
nand2,27
o211ai,3
a311oi,3
inv,19
buf,3
nor4,8
dfxtp,50
and2,6
a21oi,9
or3,4
xor2,11
o21ai,6
xnor2,17
nor2,83
or4,4
mux2i,15
nand2b,12
edfxtp,26
mux2,8
clkbuf,13
nor3,14
or2,4
a211oi,3
nor2b,8
o22ai,4
nand3b,3
ha,9
or3b,3
nand3,8
## per-stage QoR
step	cells	setup WS [ns]	total power, mW	util, %
after floorplan	417	1.24	1.06	-
after global placement	559	0.980	1.14	45.7
after detailed placement	559	0.973	1.14	45.7
after CTS	575	0.968	1.68	47.9
after global routing	575	0.904	1.75	47.9
final	575	0.969	1.65	47.9
## where the power goes
| part | internal [mW] | total [mW] | switching (mW) |
|---|---|---|---|
| sequential | 0.766 | 0.834 | 0.0684 |
| clock | 0.260 | 0.526 | 0.267 |
| combinational | 0.138 | 0.292 | 0.155 |
## per-layer routing
layer  global-route usage, %  up-vias
li1                        -     1508
met1                    24.6     1295
met2                    24.3       60
met3                    2.68       11
met4                    2.23        0
met5                       0        -
## worst max-delay path, cell delays in order
cell	delay, ns
clkdlybuf4s50_1	0.80
mux4_2	0.57
clkdlybuf4s50_1	0.41
Power and IR drop assume default switching activity.
